**flow/config.mk**
```make
export PLATFORM = sky130hd
export DESIGN_NAME = PWM_1
export DESIGN_NICKNAME = PWM_1
export VERILOG_FILES = /design/flow/design.v
export SDC_FILE = /design/flow/constraint.sdc
export NUM_CORES = 4
export LEC_CHECK = 1
export CORE_UTILIZATION = 30
```
**flow/constraint.sdc**
```tcl
current_design PWM_1

set clk_period 6.7
set clk_io_pct 0.2

create_clock -name clk0 -period $clk_period [get_ports {clk}]

set non_clock_inputs [all_inputs -no_clocks]
set_input_delay [expr $clk_period * $clk_io_pct] -clock clk0 $non_clock_inputs
set_output_delay [expr $clk_period * $clk_io_pct] -clock clk0 [all_outputs]
```
**flow/design.v**
```verilog
`timescale 1ns / 1ps
`default_nettype none
module PWM_1(
	input wire clk,  
	input wire data,
	input wire select,
	output reg PWM_signal = 1,  
	output reg PWM_TOP = 0
    );
localparam Full_time = 	125;
integer counter_value = 0;
integer div_value = 0;
always@ (posedge clk)  
begin
	if (data == 1)
		begin
			div_value = 60;
		end
	else
		begin
			div_value = 24;
		end
	if (counter_value == div_value)
		begin
			PWM_signal <= ~PWM_signal;
		end
	if (counter_value == Full_time)
		begin
			counter_value <= 0;
			PWM_signal <= ~PWM_signal;
		end
	else
		begin
			counter_value = counter_value +1;
			PWM_signal = PWM_signal;
		end
end
endmodule
```
**flow/run.sh**
```bash
#!/bin/bash
# OpenROAD 26Q1-2900-gdf79404cd8, Yosys 0.63+post, stock flow scripts
make -C /OpenROAD-flow-scripts/flow DESIGN_CONFIG=/design/flow/config.mk WORK_HOME=/design/flow/orfs finish
```
==> results_dict.tcl <==
# place-and-route summary
set metrics [dict create \
    status "completed" \
    worst-path-max-fanout 2 \
    dp_hpwl_um 1721 \
    grt_max_degree 13 \
    finalCriticalPeriod_ps 2434 \
    die-width_um 72.33 \
    insertion_delay_ps 280 \
    critical_path.max_stage_delay_ps 460 \
    finalClockSkew_ps 3.676 \
    numPortBuffers 1 \
    grt_pass1_vias 936 \
    hold_class "reg -> reg" \
    warnings 28 \
    core-area_um2 4755 \
    post_cts_buffers 0 \
    path_class "reg -> out" \
    yosys_area_um2 1484 \
    cts_hold_buffers 0 \
    arrival_ps 1090 \
    timing.final.ws_setup_ps 4266 \
    die_h_um 72.33 \
    syn_area_um2 1484 \
    async_flop_share_pct 0 \
    path_cells "clkdlybuf4s50_1" \
    power_mw 0.3608 \
    max_freq_mhz 410.8 \
    ir_drop_mv 0.1151 \
    final_hold_viol_count 0 \
    die_area_um2 5232 \
    final_design_area_no_fill_um2 1647 \
    critical-path-slowest-cell "clkdlybuf4s50_1" \
    r2r-start "counter_value[0]" \
    ys_cells 158 \
    io_pins 5 \
    cts_tree "done" \
    grtUsageTotal_pct 10.81 \
    slew_headroom_pct 52.23 \
    setup-violations-final 0 \
    largest_area_cell "dfxtp_1" \
    antenna_found_initial 0 \
    intPower_mw 0.2897 \
    fillCellCount 491 \
    finalClockPeriodUsage_pct 36.33 \
    common_cells "32 x dfxtp_1, 21 x xor2_1, 14 x nand2_1" \
    worstHoldStart "counter_value[31]" \
    synth-warning-count 1 \
    syn_area_per_cell_um2 9.392 \
    leakage_nw 0.6649 \
    synth_top_flop_cell "dfxtp_1" \
    vias_per_cell 4.480 \
    area_leaders "dfxtp_1 43%, xor2_1 12%, nor4_1 4.2%" \
    h-tree-depth 2 \
    root_buffer "clkbuf_8" \
    power_density_nw_per_um2 219.1 \
    dp.cells 221 \
    setup_tns_ps 0 \
    timing.critical_path.buf_inv 1 \
    area_growth_pct 10.96 \
    drcViolationCount 0 \
    pwr-share-seq_pct 54.6 \
    cts_buffer_depth 2 \
    ys_seq_share_pct 45.19 \
    p_clk_share_pct 45.4 \
    pre_cts_ws_ps 4569 \
    ant_nets 0 \
    stdcell_count 229 \
    p_sw_share_pct 19.69 \
    crit_path_start_kind "register" \
    fp-row-count 25 \
    endpoint_kind "output pin" \
    routed_wl_um 2517 \
    drt-initial-drc-count 68 \
    grt_pass1_wl_um 4333 \
    synth-edff-count 1 \
    ys_seq_elements 33 \
    yosysUniqueCellTypes 34 \
    wire_per_inst_um 10.99 \
    num_vias 1026 \
    worstMarginPinSlew_ps 711.1 \
    synthCells 158 \
    drv_slew 0 \
    cap_viol_max_count 0 \
    grt_overflow 0 \
    drive_gt1_share_pct 8.642 \
    routabilityCongestion 0.8280 \
    ctsResizeCount 0 \
    worstPathRequired_ps 5360 \
    p_switching_mw 0.07104 \
    fp-utilization_pct 31.21 \
    cp_top_family "buffers and inverters" \
    clock_sinks 33 \
    path_clk_slew_ps 70 \
    yosysTopAreaCellShare_pct 43.17 \
    antenna_cells 0 \
    dr.pass1.iters 4 \
    rsz0062_at_grt "false" \
    post_dp_cell_area_um2 1545 \
    setup.worst_path.start "PWM_signal" \
    p_comb_share_pct 0 \
    synth_top_cell_by_count "dfxtp_1" \
    cts_made_buffers 5 \
]
-- worst reg2reg max path, cell delays in order (launching register included) --
cell	delay, ps
dfxtp_1	400
ha_1	190
nor4b_1	230
nand4_1	280
nor3_1	670
-- through the flow --
step,util [%],hold slack (ps)
2_1_floorplan,-,431.6
3_3_place_gp,32.50,452.2
3_5_place_dp,32.50,453.2
4_1_cts,34.63,459.1
5_1_grt,34.63,494.9
6_report,34.63,457.5
-- cell families after synthesis --
kind of cell / Yosys count / share of synthesized area [%]
AND/OR/NAND/NOR: 76 / 30.19
other: 1 / 0.2527
AND-OR/OR-AND: 6 / 2.529
XOR/XNOR: 27 / 15.94
buffers and inverters: 13 / 4.216
adder cells (fa/ha/maj): 2 / 1.686
flip-flops: 33 / 45.19
-- state kept, by name, summed over array words and instances (netlist names) --
register       cells
counter_value     32
PWM_signal         1
-- path summary, 6_finish.rpt --
| check | end | slack, ps | cells past startpoint |
|---|---|---|---|
| worst max-delay path | PWM_signal | 4270 | 1 |
| worst min register to register | counter_value[31] | 460 | 1 |
| worst max register to register | PWM_signal | 4570 | 4 |
| worst min-delay path | counter_value[31] | 460 | 1 |
-- cell type report --
type                       count  area (µm²)  share of cell area, %
tap                           67       83.83                  5.091
inverter                       8       30.03                  1.824
clock inverter                 1       5.005                 0.3040
clock buffer                   7       96.34                  5.851
multi-input combinational    112       750.7                  45.59
timing repair buffer           1       10.01                 0.6079
sequential                    33       670.6                  40.73
-- power by group through the flow --
stage / Combinational [mW] / Sequential, mW / Clock, mW
CTS: 0.0000182 / 0.197 / 0.169
global route: 0.0000214 / 0.197 / 0.178
finish: 0.00000856 / 0.197 / 0.164
-- routing by layer --
metal / part of all wire, % / vias to the layer above / GRT usage [%]
li1: - / 557 / -
met1: 55 / 456 / 16.02
met2: 40 / 11 / 15.99
met3: 4.4 / 2 / 3.944
met4: 0.40 / 0 / 1.089
met5: 0 / - / 0
-- cells in the final DEF (no fill, tap or decap), drive strengths merged --
cell type,n
nor3,10
nand3,10
ha,2
or3,2
dfxtp,32
o21bai,1
xnor2,6
nand4,5
inv,8
nand2,14
clkbuf,7
xor2,21
o21ai,2
or4,1
nor2,12
and3,1
clkdlybuf4s50,1
edfxtp,1
nor4,14
a31oi,1
clkinv,1
or2,1
nor4b,1
nand4b,1
and2,2
o311ai,1
and4,2
conb,1
a21oi,1
Power figures rest on the tool's default switching activity, not on a simulated workload.
