==> design/flow/design.v <==
`timescale 1ns / 1ps
module Controlador(
	input wire clk,
	input wire [7:0] entrada_dados,
	input wire ready,     
	input wire controlador_valid,
	output reg saida_dados,
	output reg write_pwm = 0,
	output reg C_valid_O,
	output reg C_endereco_O
    );
reg print_flag = 1;	 
reg timer_flag = 0;	  
reg dados_lidos_flag = 0;
integer state = 0;   
integer counter_50us = 0;
integer bit_counter = 0;
integer coluna = 0;
reg c_ready_delay;
always @ (posedge clk) begin    
    c_ready_delay = ready;  
end
wire c_ready_Rising = ready && !c_ready_delay;
always@ (posedge clk)
begin
	if (c_ready_Rising)  
	begin
	state = 3;  
	end
	if (print_flag == 1)
	begin
		if (state == 1)
		begin
			C_valid_O = 0;
			state = 0;
		end
		if (state == 2)
		begin
			if ( controlador_valid == 1)  
			begin
				saida_dados = entrada_dados [coluna];  
				bit_counter = bit_counter + 1;
				C_valid_O = 1;  
				state = 1;						
			end
		end
		if (state == 3) 
		begin
			if (timer_flag == 0)  
			write_pwm = 1;  
			begin
				state = 2;
			end
		end
		if (bit_counter == 400)
			begin
				bit_counter = 0;
				timer_flag = 1;
				coluna = coluna + 1;
			if (coluna == 8)  
				begin
				coluna = 0;
				end
			end
	end
	if (timer_flag == 1)  
		begin		
		counter_50us = counter_50us + 1;
		write_pwm = 0;
		if (counter_50us == 2500)  
			begin
			counter_50us = 0;
			timer_flag = 0;
			print_flag = 1;
			state = 3;
			end			
		end
end
endmodule
==> design/flow/run.sh <==
#!/bin/bash
# OpenROAD 26Q1-2900-gdf79404cd8, Yosys 0.63+post, stock flow scripts
make -C /OpenROAD-flow-scripts/flow DESIGN_CONFIG=/design/flow/config.mk WORK_HOME=/design/flow/orfs finish
==> design/flow/config.mk <==
export PLATFORM = sky130hd
export DESIGN_NAME = Controlador
export DESIGN_NICKNAME = Controlador
export VERILOG_FILES = /design/flow/design.v
export SDC_FILE = /design/flow/constraint.sdc
export NUM_CORES = 4
export LEC_CHECK = 1
export CORE_UTILIZATION = 50
==> design/flow/constraint.sdc <==
current_design Controlador

set clk_period 13.0
set clk_io_pct 0.2

create_clock -name clk0 -period $clk_period [get_ports {clk}]

set non_clock_inputs [all_inputs -no_clocks]
set_input_delay [expr $clk_period * $clk_io_pct] -clock clk0 $non_clock_inputs
set_output_delay [expr $clk_period * $clk_io_pct] -clock clk0 [all_outputs]
==> ci_impl_report.md <==
## Synthesis and layout report

| Metric | Value |
|---|---|
| Status | `finished clean` |
| Cts-stage hold buffer count | `0` |
| Flip-flops with a built-in enable | `65` |
| Die Ht | `119 um` |
| Slowest CP cell | `or4_1` |
| Dpl cell area | `7140 um2` |
| Delay of the slowest critical-path stage | `0.73 ns` |
| Cell area leaders | `edfxtp_1, dfxtp_1, xnor2_1` |
| Dominant cell area share | `28.3%` |
| Multi-input logic area | `3390 um2` |
| Num CTS Buffers | `17` |
| Cell taking the most area after synthesis | `edfxtp_1` |
| VDD IR max | `114 uV` |
| Tool warnings | `27` |
| Hold Fails Final Rpt | `0` |
| Skew final | `0.00744 ns` |
| Mapped Area | `6900 um2` |
| Share of layout cells above drive strength 1 | `11.5%` |
| Synth Warn # | `2` |
| Xor/xnor share | `11.2%` |
| Count of cell types in the netlist | `63` |
| Core area | `13300 um2` |
| Via count normalized by instance count | `5.74` |
| Port Buffers | `13` |
| Period Utilization, post-route | `50.8%` |
| Sink Count | `133` |
| Gr usage total | `20.8%` |
| Total power | `0.970 mW` |
| Clock-pin slew on the worst setup and hold paths | `0.06 ns` |
| Vias in the first global route | `4592` |
| Detail Route Antenna Nets | `0` |
| Post-Route WL | `13700 um` |
| DRC viols | `0` |
| DR WL/cell | `15.7 um` |
| Pwr/cell area | `126 nW/um2` |
| Cells after DPL | `838` |
| H-tree levels | `4` |
| Dominant flop cell | `dfxtp_1` |
| Crit path capture type | `flop` |
| Setup Total Neg Slack | `0 ns` |
| Worst hold path type | `flop to flop` |
| Largest net degree at the start of global routing | `38` |
| Crit path arrival time | `6.66 ns` |
| Fmax achieved | `151 MHz` |
| Area grow syn2layout | `11.6%` |
| CTS tree | `yes` |
| Ant diodes | `0` |
| Async set or reset register ratio after synthesis | `0%` |
| Cells after Synth | `669` |
| Setup Buffers After CTS | `0` |
| Ys cells | `669` |
| YS chip area | `6900 um2` |
| Chip area | `14300 um2` |
| Post-CTS sizing | `0` |
| Initial drt markers | `388` |
| Final setup fails | `0` |
| Register area | `3310 um2` |
| Worst slew pin tran | `0.912 ns` |
| Post-route cell area | `7700 um2` |
| Final core occ | `57.7%` |
| Adder share | `0.907%` |
| Post-synth mux share | `2.00%` |
| Clock Tree Root | `clkbuf_16` |
| WP data required | `13.06 ns` |
| Overflow after GRT | `0` |
| Min Clock Period, post-route | `6.60 ns` |
| Largest logic family | `simple AND/OR/NAND/NOR gates` |
| RSZ-0062 raised after global routing | `false` |
| Max_cap viols | `0` |
| Max_slew headroom | `38.6%` |
| Drt pass-1 iters | `5` |
| Hold Slack | `0.471 ns` |
| IO Count | `15` |
| Non-filler cells, final | `870` |
| WS Path Type | `primary input to flop` |
| Mean Syn Cell Area | `10.3 um2` |
| First-pass GRT wire length | `22700 um` |
| FF+latch count, synth | `133` |
| Num rows | `42` |
| Max-slew violation count | `0` |
| Final WS setup | `6.40 ns` |
| Initial antenna violation count | `0` |
| CTS Buffer Depth | `2` |
| Pre-CTS WS | `6.01 ns` |
| Worst-path maximum fanout | `37` |
| Gpl congestion | `0.944` |
| Vias | `4994` |
| CP cell instances | `clkdlybuf4s50_1, and4_1, nand4_1, or4_1, a211oi_1, o211ai_1, nor4_1, and4_1, buf_4, nor2_1, inv_1, buf_4` |
| Fill count | `1137` |
| Ao+oa area frac | `5.68%` |
| Crit start category | `primary input` |
| FP Util | `51.7%` |
| Lkg Pwr | `3.06 nW` |
| Latency at later pin | `0.41 ns` |
| Post-DP HPWL | `9490 um` |
| Die width | `119 um` |
| Synth Seq Share | `48.0%` |
| Simple share | `29.3%` |
-- metal layers --
layer  routed length, um  GRT usage (%)  up-vias
li1                    -              -     2530
met1                6800           35.4     2312
met2                5970           29.6      141
met3                 732           4.55       11
met4                 179           3.05        0
met5                   0              0        -
-- synthesized netlist by cell type, drive strengths merged (8+ instances only) --
cell type  count
a31oi          8
and2          38
and3          26
and4          17
buf           11
clkbuf        12
dfxtp         68
edfxtp        65
inv           16
nand2         41
nand3         54
nand4         29
nor2          35
nor3          24
nor4          27
o21ai         13
or3           11
or4           10
xnor2         51
xor2          37
-- flip-flops by register name, summed over array words and instances (netlist names) --
name	flops
coluna	32
bit_counter	32
state	32
C_valid_O	1
c_ready_delay	1
write_pwm	1
saida_dados	1
counter_50us	32
timer_flag	1
-- worst max-delay path: cells and delay by family --
| family | cells | cell delay [ns] |
|---|---|---|
| AND/OR/NAND/NOR | 6 | 2.12 |
| buffers and inverters | 4 | 1.49 |
| AND-OR/OR-AND | 2 | 0.41 |
-- cells by family after synthesis --
group,count (synthesis)
fa+ha+maj,5
simple gates,336
flops,133
xor+xnor,88
other cells,1
mux,11
compound gates,56
buf+inv,39
-- path summary, 6_finish.rpt --
kind	startpoint	depth (start not counted)	slack (ns)	to
setup / recovery	controlador_valid	12	6.40	counter_50us[23]
setup reg to reg	state[12]	11	8.52	counter_50us[23]
hold / removal	state[30]	1	0.47	state[30]
hold reg to reg	state[30]	1	0.47	state[30]
-- cell type report --
type                    instances  area share, %
well taps                     176           2.86
inverters                      16          0.780
clock inverters                15           1.77
flip-flops and latches        133           43.0
repair buffers                 16           1.98
multi-input cells             497           44.0
clock buffers                  17           5.53
-- report_power, final --
group | internal, mW | total [mW] | switching (mW)
Combinational | 0.0252 | 0.0578 | 0.0326
Sequential | 0.447 | 0.462 | 0.0149
Clock | 0.253 | 0.451 | 0.198
Total | 0.725 | 0.970 | 0.245
-- cells in the final DEF, fill, tap and decap left out, drive strengths merged, types with 2 or more instances in the layout --
cell type      count
buf                3
edfxtp            65
dfxtp             68
o31ai              5
or3               11
nand3             54
and3              26
nor3b              3
a31oi              8
mux2i              7
ha                 5
nor2              35
o211ai             2
or2                2
nor4b              3
xnor2             51
o21bai             2
nor2b              6
nand2b             5
nand4             29
clkbuf            17
o22ai              3
o41ai              2
nand2             41
and4              17
or4               10
mux4               2
nor4              27
clkdlybuf4s50     13
o21ai             13
nor3              24
inv               25
a2111oi            2
mux2               2
a21oi              6
clkinv             6
and2              38
xor2              37
a311oi             4
No activity file was given, so power comes from the tool's default toggle rates.
